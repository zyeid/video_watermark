==> flow/design.v <==
`timescale 1ns / 1ps
module FSM_RefWin(
	input pclk,
	input [18:0] addr_in,
	output reg wr
);
parameter width = 640; 
parameter high = 480; 
parameter w_size = 8; 
	reg [1:0] state=2'b00;
	parameter S0=2'b00, S1=2'b01, S2=2'b10;
	reg [18:0] count_s0=0;
	reg [18:0] count_s2;
	reg [18:0] count_s1=0;
always @( posedge pclk ) begin  
	case (state)
		S0: begin  
		 	wr <= 0;
		 	if (addr_in==0)
		 		count_s0=0;
			if (addr_in==count_s0-1+(w_size-1)*width+w_size)
				state <= S1; 				
		end
		S1: begin
			wr <= 1;
			count_s1 <= count_s1 +1;
			if (count_s1==79)	 
				begin     	
	      			state <= S0;
	      			count_s1 <= 0;
	      			count_s0=addr_in+1;
	      		end
	      	else 
	      		begin
	      			state <= S2;
	      			count_s2 = addr_in;
	      		end
		end			
		S2: begin  
			wr <= 0;
			if (addr_in==count_s2+w_size)
				state <= S1;
			else begin
				state <= S2;
			end
		end
	endcase
end
endmodule
==> flow/run.sh <==
#!/bin/bash
# OpenROAD 26Q1-2900-gdf79404cd8, Yosys 0.63+post, stock flow scripts
make -C /OpenROAD-flow-scripts/flow DESIGN_CONFIG=/design/flow/config.mk WORK_HOME=/design/flow/orfs finish
==> flow/config.mk <==
export PLATFORM = sky130hd
export DESIGN_NAME = FSM_RefWin
export DESIGN_NICKNAME = FSM_RefWin
export VERILOG_FILES = /design/flow/design.v
export SDC_FILE = /design/flow/constraint.sdc
export NUM_CORES = 4
export LEC_CHECK = 1
export CORE_UTILIZATION = 50
==> flow/constraint.sdc <==
current_design FSM_RefWin

set clk_period 7.1
set clk_io_pct 0.2

create_clock -name clk0 -period $clk_period [get_ports {pclk}]

set non_clock_inputs [all_inputs -no_clocks]
set_input_delay [expr $clk_period * $clk_io_pct] -clock clk0 $non_clock_inputs
set_output_delay [expr $clk_period * $clk_io_pct] -clock clk0 [all_outputs]
==> out/results.ini <==
[status]
status=completed

[logic_synthesis]
synth_compound_gate_area_share_pct=13.6
fa_ha_area_share_pct=2.50
yosysChipArea_um2=5000
syn-cell-area_um2=5000
yosys_warnings=1
synthXorXnorAreaFrac_pct=14.9
seq_area_frac_synth_pct=36.0
postSynthRegisterBits=60
synth.comb.largest_family=simple AND/OR/NAND/NOR gates
async_flop_share_pct=0
count_of_flip_flops_with_a_built_in_enable_after_synthesis=60
synth_simple_gate_area_share_pct=26.1
flop_cell=edfxtp_1
post_synth_inst_count=559
post_synth.cell_area_avg_um2=8.95
yosysUniqueCellTypes=70
mux_share_of_post_synthesis_cell_area_pct=2.48
synth.yosys.num_cells=559

[global_route]
grt_antenna_before_repair=0
grt.total_usage_pct=26.4
grt_max_degree=48
grt_pass1_vias=3846
globalRouteOverflowTotal=0
grt_first_pass_wirelength_um=19900

[final_timing]
finalClockPeriodUsage_pct=84.7
maxClockFrequency_mhz=166
layout_setup_ws_ns=1.09
timing.clock.skew_ns=0.0157
fin_setup_tns_ns=0
final-max-slew-violation-count=0
timing_worst_slew_pin_value_ns=0.884
finalHoldViolations=0
min_period_ns=6.01
report.final.setup_viol=0
rsz0062_at_grt=no
max-slew-margin-rel_pct=41.0

[power_and_ir_drop]
vdd.ir_drop.worst_uv=166
clkPwrFrac_pct=16.8
part_of_the_power_in_registers_pct=40.5
power.density_cell_area_nw_per_um2=377
cell_internal_pwr_w=0.00121
net-switching-power_w=0.000848
report.power.total_w=0.00206
combPwrFrac_pct=42.7
leakage_nw=1.79
power.switching_fraction_pct=41.2

[placed_design]
dpl.cell_count=680
gp_congestion=0.991
placement.io_buffers=20
dp_worst_setup_slack_ns=0.841
post-dp-hpwl_um=9370
postPlaceCellArea_um2=5250

[cells_and_area]
post_route_cells_drive_above_1_share_pct=8.53
most-common-layout-cells=edfxtp_1 (60), xnor2_1 (59), nand2_1 (57)
fill_cells=899
combGateArea_um2=2990
final_design_area_no_fill_um2=5470
syn_to_final_growth_pct=9.31
final_layout_top_logic_cell=edfxtp_1
layout.cells.non_filler=696
flop_area_um2=1800

[worst_setup_path]
critical_path_arrival_ns=6.03
path_class=in -> reg
path_cells=clkdlybuf4s50_1 > inv_1 > ha_1 > nor4b_1 > and3_1 > nand2_1 > nand2_1 > ha_1 > nor3_1 > a311oi_1 > ha_1 > nand3b_1 > nor4_1 > a311oi_1 > nand3_1 > a31o_4 > xor2_1 > mux2i_1 > a22oi_1 > o31ai_2
worst-path-max-fanout=10
max_stage_delay_ns=0.66
worst_setup_path_end_kind=flop
crit_path_most_repeated_cell=ha_1
worst_path_dominant_cell_family=simple AND/OR/NAND/NOR gates
cp.buffers_inverters=2
setup.worst_path.start_class=primary input
cp_slowest_cell=clkdlybuf4s50_1
required_worst_endpoint_ns=7.12

[detailed_routing]
detail_route.wirelength_um=12600
first_iter_violations=220
drcViolationCount=0
route.vias.total=4107
drt.antenna.violating_nets=0
detail_route.first_pass.iterations=5
antennaDiodeCount=0
post_drt_wl_per_cell_um=18.1
via_per_inst=5.90

[die]
design.core.area_um2=9730
placement_rows=36
die.size.y_um=102
floorplan.initialDensity_pct=51.4
floorplan.die_area_um2=10400
dieWidth_um=102
design.portCount=21

[flow_run]
warning_count=29
max_cap_viol_count=0

[cts]
postCtsHoldBufs=0
clock_insertion_delay_worst_skew_ns=0.35
cts_buffer_depth=2
cts.clk_slew.worst_paths_ns=0.06
cts_max_level=3
clock-sinks=60
post_cts.resized_instances=0
tritoncts.num_buffers=9
cts.root.buffer_cell=clkbuf_8
cts_tree=yes
post-cts-setup-buffers=0

[worst_hold_path]
worstHoldPathType=reg -> reg

synthesized netlist by cell type (8+ instances only):
cell type  number  area share (%)
a21oi_1        19             1.9
nor4_1         14             1.8
and3_1          8             1.0
inv_1          16             1.2
nand4_1        21             2.6
nor3_1         14             1.4
xnor2_1        59              10
xor2_1         26             4.6
nand2_1        57             4.3
edfxtp_1       60              36
ha_1           10             2.5
nor2_1         39             2.9
clkbuf_1       28             2.1
mux2i_1         9             1.8
nand3_1        34             3.4
o21ai_0        23             2.3
logic make-up after synthesis:
family / count (synthesis)
flops: 60
fa+ha+maj: 10
xor+xnor: 85
buf+inv: 53
mux: 12
compound gates: 97
simple gates: 242
worst register-to-register path, cell delays in order, from the launching register on:
cell,delay [ns]
edfxtp_1,0.57
o21ai_0,0.25
ha_1,0.25
nor3_1,0.56
a311oi_1,0.11
ha_1,0.29
nand3b_1,0.11
nor4_1,0.06
a311oi_1,0.39
nand3_1,0.24
a31o_4,0.32
xor2_1,0.16
mux2i_1,0.15
a22oi_1,0.11
o31ai_2,0.32
worst paths after layout:
| path | slack [ns] | cells after the start | end | from |
|---|---|---|---|---|
| max | 1.09 | 20 | state[0] | addr_in[0] |
| min reg2reg | 0.60 | 1 | count_s1[0] | count_s1[0] |
| min | 0.60 | 1 | count_s1[0] | count_s1[0] |
| max reg2reg | 2.89 | 14 | state[0] | count_s0[0] |
flip-flops by register name, indices dropped and copies added (netlist names):
| name | count |
|---|---|
| count_s0 | 19 |
| count_s1 | 19 |
| count_s2 | 19 |
| state | 2 |
| wr | 1 |
power groups by stage:
stage | sequential [W] | clock, W | combinational [W]
4_1_cts | 0.000832 | 0.000357 | 0.000880
5_1_grt | 0.000861 | 0.000376 | 0.000977
6_report | 0.000834 | 0.000346 | 0.000878
layout make-up:
cell class | count | area share (%)
flip-flops and latches | 60 | 33.0
repair buffers | 25 | 4.35
well taps | 133 | 3.04
clock inverters | 7 | 1.67
inverters | 16 | 1.10
clock buffers | 9 | 2.27
multi-input cells | 446 | 54.6
per-stage QoR:
stage / util, % / hold slack, ns
floorplan: - / 0.550
global placement: 54.0 / 0.583
detailed placement: 54.0 / 0.584
CTS: 56.2 / 0.601
global route: 56.2 / 0.613
finish: 56.2 / 0.598
metal layers:
| metal | global-route usage, % | routed length, um | share of wire, % | up-vias |
|---|---|---|---|---|
| li1 | - | - | - | 2054 |
| met1 | 38.8 | 5630 | 45 | 1926 |
| met2 | 41.7 | 5900 | 47 | 103 |
| met3 | 4.17 | 607 | 4.8 | 24 |
| met4 | 8.24 | 442 | 3.5 | 0 |
| met5 | 0 | 0 | 0 | - |
Power and IR drop assume default switching activity.
